### ./config.mk
export PLATFORM = sky130hd
export DESIGN_NAME = shift
export DESIGN_NICKNAME = shift
export VERILOG_FILES = /design/flow/design.v
export SDC_FILE = /design/flow/constraint.sdc
export NUM_CORES = 4
export LEC_CHECK = 1
export CORE_AREA = 10 10 70 70
export DIE_AREA = 0 0 80 80
### ./constraint.sdc
current_design shift

set clk_period 1.7
set clk_io_pct 0.2

create_clock -name clk0 -period $clk_period

set non_clock_inputs [all_inputs -no_clocks]
set_input_delay [expr $clk_period * $clk_io_pct] -clock clk0 $non_clock_inputs
set_output_delay [expr $clk_period * $clk_io_pct] -clock clk0 [all_outputs]
### ./design.v
module shift
  #(parameter WI = 4, WS = 4, parameter WO = 6)
   (input wire [WI-1:0] D,
    input wire [WS-1:0] S,
    output wire [WO-1:0] SHL,
    output wire [WO-1:0] SHR,
    output wire signed [WO-1:0] ASHL,
    output wire signed [WO-1:0] ASHR
     );
   wire signed [WI-1:0] DS;
   assign DS = D;
   assign SHL = D << S ;
   assign SHR = D >> S ;
   assign ASHL = DS <<< S ;
   assign ASHR = DS >>> S ;
endmodule
### ./run.sh
#!/bin/bash
# OpenROAD 26Q1-2900-gdf79404cd8, Yosys 0.63+post, stock flow scripts
make -C /OpenROAD-flow-scripts/flow DESIGN_CONFIG=/design/flow/config.mk WORK_HOME=/design/flow/orfs finish
==> out/metrics.yaml <==
status: "complete, but fails checks"
violations: "setup timing"
post-dp-hpwl_um: 1390
final_util_pct: 29.1
ys_seq_share_pct: 0
drive_above_1_share_pct: 64.2
path_cells: "buf_6 -> or3_4 -> nor2_4 -> buf_6 -> mux2_4 -> buf_6"
crit_end: "ASHR[2]"
synth_area_leader_cell: "buf_4"
final_cells: 152
fp_util_pct: 13.2
syn-instance-count: 63
whs_path_depth: 4
top_area_share_pct: 15.0
cp.required_ns: 1.36
avgViaCountPerCell: 3.89
drt-pass1-iter-count: 4
crit_path_top_delay_cell: "or3_4"
ctsHoldBuffers: 0
synth_area_per_cell_um2: 7.13
wl_met3_um: 152
final_max_slew_viol_count: 0
die_x_um: 80
rsz0062_at_grt: "yes"
cp.depth: 6
grt_max_degree: 9
clock_buffers: 0
place_area_um2: 828
setup_viol: 3
rows: 21
grt_usage_pct: 5.75
seqCellArea_um2: 0
cp-start-kind: "input pin"
core-area_um2: 3420
area_leaders: "buf_4, mux2i_1, mux2_2"
drt-met1-wl_um: 953
yosysWarnings: 0
crit_path_max_incr_delay_ns: 0.41
highest_layer: "met3"
cp-startpoint: "S[3]"
crit_path_end_kind: "primary output"
chipArea_um2: 6400
most_common_cell: "buf_4"
antenna_found_initial: 0
grt_pass1_wl_um: 3120
post-place-cells: 142
layout_setup_ws_ns: -0.0909
ys_cells: 63
grt_pass1_vias: 631
die_h_um: 80
arrival_ns: 1.45
drc: 0
cp_num_buf_inv: 3
diodes: 0
crit_top_cell: "buf_6"
top_cells_by_count: "buf_4, nand2_1, nor2_1"
io_buffers: 30
avgRoutedWirePerCell_um: 12.7
vdd_ir_drop_max_mv: 0.100
gp_congestion: 0.815
dr_wl_met2_um: 825
yosysChipArea_um2: 449
warning_count: 34
vias: 591
p_leak_nw: 0.463
pwr_density_cell_nw_per_um2: 219
synth_area_um2: 449
ios: 32
hp-class: "input pin to primary output"
cp_max_fo: 3
gr-total-overflow: 0
clock.fmax_ghz: 0.558
final_area_um2: 993
report.final.hold_viol_count: 0
wirelength_um: 1930
path_class: "input pin to primary output"
layout_min_cycle_time_ns: 1.79
critPathTopFamily: "simple AND/OR/NAND/NOR gates"
ff_count: 0
drtIter0Drc: 18
postRouteAntennaNets: 0
drv_cap: 0
fin_crit_sh_pct: 105
synth_cell_types: 28
area_delta_synth_final_pct: 121
==> repair_timing <==
action,4_1_cts,5_1_grt
endpoints found under the hold margin,0,0
gates resized,99,15
endpoints found under the setup margin,22,12
pin swaps,12,6
cloned,1,0
setup buffers,9,5
==> power by group <==
group | internal (mW) | total [mW] | leakage [nW] | switching [mW]
sequential | 0 | 0 | 0 | 0
clock | 0 | 0 | 0 | 0
combinational | 0.131 | 0.217 | 0.463 | 0.0864
==> worst min path at each step <==
stage | to | slack (ns) | startpoint
finish | SHL[5] | 1.04 | S[3]
global route | ASHL[4] | 1.05 | S[3]
CTS | SHL[5] | 1.02 | S[3]
==> stage by stage <==
stage | setup TNS (ns) | power (mW) | hold slack [ns] | setup slack [ns]
floorplan | 0 | 0.0788 | 0.690 | 0.137
global placement | -13.83 | 0.176 | 1.78 | -0.767
detailed placement | -14.20 | 0.178 | 1.78 | -0.779
CTS | -0.634 | 0.203 | 1.02 | -0.148
global route | -0.267 | 0.236 | 1.05 | -0.111
finish | -0.103 | 0.217 | 1.04 | -0.0909
==> logic make-up after synthesis <==
group | share of synthesized area, %
AND/OR/NAND/NOR | 32.0
buffers and inverters | 24.5
AND-OR/OR-AND | 21.5
multiplexers | 21.2
other | 0.835
==> cells in the final DEF (no fill, tap or decap), types with 2 or more instances in the layout <==
cell,instances
mux2_2,3
buf_4,19
nor2_1,3
buf_6,10
a21oi_2,2
conb_1,2
buf_2,10
clkdlybuf4s15_2,2
nand2_1,4
buf_8,3
mux2i_1,3
mux2i_2,2
dlygate4sd2_1,8
nor2_4,3
nand2_2,2
clkdlybuf4s50_1,3
==> final cells by class <==
cell class / count / area, µm²
repair buffers: 57 / 510
multi-input cells: 49 / 425
well taps: 46 / 57.6
fillers: 367 / 2420
==> worst min-delay path, stage by stage <==
cell	delay [ns]
buf_6	0.08
buf_4	0.14
a21oi_2	0.03
buf_2	0.10
==> layer usage <==
| metal | up-vias | GRT usage (%) |
|---|---|---|
| li1 | 298 | - |
| met2 | 25 | 8.83 |
| met1 | 268 | 8.25 |
| met3 | 0 | 1.36 |
| met4 | 0 | 0.352 |
| met5 | - | 0 |
Power figures rest on the tool's default switching activity, not on a simulated workload.
